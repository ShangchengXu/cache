--- /design/flow/design.v ---
module cache_rr_arb #
            (
                parameter WIDTH = 7,
                parameter REFLECTION = 1  
            )
            (
                input clk,
                input rst_n,
                input [WIDTH - 1 : 0] req,
                input [WIDTH - 1 : 0] req_end,
                output [WIDTH - 1 : 0] gnt
            );
logic [WIDTH - 1 : 0] mask;
logic [WIDTH - 1 : 0] req_masked;
logic [WIDTH - 1 : 0] req_unmasked;
logic [WIDTH - 1 : 0] req_reflect;
logic [WIDTH - 1 : 0] req_temp;
logic [WIDTH - 1 : 0] prev_gnt;
logic [WIDTH - 1 : 0] gnt_latch;
logic [WIDTH - 1 : 0] gnt_inner;
logic [WIDTH - 1 : 0] gnt_temp;
logic [WIDTH - 1 : 0] gnt_temp_masked;
logic [WIDTH - 1 : 0] gnt_temp_unmasked;
logic [WIDTH - 1 : 0] gnt_inner_reflect;
logic [WIDTH - 1 : 0] req_end_reflect;
logic [WIDTH - 1 : 0] req_end_temp;
generate 
    genvar i;
    for(i = 0; i < WIDTH; i ++) begin : generata_block
       assign req_reflect[i] = req[WIDTH - i - 1];
       if(i == WIDTH - 1) begin
            assign mask[i] = prev_gnt[i];
       end else begin
            assign mask[i] = prev_gnt[i] || mask[i + 1];
       end
       assign req_end_reflect[i] = req_end[WIDTH - i - 1];
       assign gnt_inner_reflect[i] = gnt_inner[WIDTH - i - 1];
    end
endgenerate
generate
    if(REFLECTION == 1) begin : REFLECTION_MODE
        assign req_temp = req_reflect;
        assign req_end_temp = req_end_reflect;
        assign gnt = gnt_inner_reflect;
    end else  begin : NOT_REFLECTION_MODE
        assign req_temp = req;
        assign req_end_temp = req_end;
        assign gnt = gnt_inner;
    end
endgenerate
assign req_masked = req_temp & mask;
assign req_unmasked = req_temp & ~mask;
assign gnt_temp_unmasked = (~req_unmasked + 1'b1) & (req_unmasked);
assign gnt_temp_masked = (~req_masked + 1'b1) & (req_masked);
assign gnt_temp = |gnt_temp_unmasked ?  gnt_temp_unmasked : gnt_temp_masked;
always_ff @( posedge clk or negedge rst_n ) begin
    if(~rst_n) begin
        prev_gnt <= {WIDTH{1'b0}};
    end else if(|(gnt_inner & req_end_temp)) begin
        prev_gnt <= gnt_inner;
    end
end
always_ff @( posedge clk or negedge rst_n ) begin
    if(~rst_n) begin
        gnt_latch <= {WIDTH{1'b0}};
    end else if(|(gnt_inner & req_end_temp)) begin
        gnt_latch <= {WIDTH{1'b0}};
    end else if(|gnt_inner) begin
        gnt_latch <= gnt_inner;
    end
end
assign gnt_inner = |gnt_latch ? gnt_latch : gnt_temp;
endmodule
module msg_arb #(
                parameter cache_num = 1,
                parameter addr_width = 32
                ) 
                (
                    input logic            clk,
                    input logic            rst_n,
                    input    logic [cache_num - 1 : 0]                                            msg_req,
                    output   logic [cache_num - 1 : 0]                                            msg_gnt,
                    input    logic [cache_num * (4 + 2 * $clog2(cache_num) + addr_width) - 1 : 0] msg,
                    output   logic                                                                msg_out_valid,
                    output   logic [4 + 2 * $clog2(cache_num) - 1 + addr_width : 0]               msg_out
                );
cache_rr_arb #(
        .WIDTH       (cache_num ),
        .REFLECTION  (0       ))
             cache_rr_arb_msg_inst (
        .clk         (clk                ) , 
        .rst_n       (rst_n              ) , 
        .req         (msg_req         ) , 
        .req_end     (msg_gnt         ) , 
        .gnt         (msg_gnt         )); 
mux           #(.IN_WIDTH(cache_num * (4 + 2 * $clog2(cache_num) + addr_width)),
                .UNIT_WIDTH((4 + 2 * $clog2(cache_num) + addr_width))
            )mux_inst
            (
                .src_data(msg),
                .src_sel(msg_gnt),
                .dst_data(msg_out)
            );
assign msg_out_valid = |msg_gnt;
endmodule
module mux #
            (
                parameter IN_WIDTH = 32,
                parameter UNIT_WIDTH = 4
            )
            (
                input logic [IN_WIDTH - 1 : 0] src_data,
                input logic [IN_WIDTH/UNIT_WIDTH - 1 : 0] src_sel,
                output logic [UNIT_WIDTH - 1 : 0] dst_data
            );
logic [UNIT_WIDTH - 1 : 0] src_data_slice [IN_WIDTH/UNIT_WIDTH];
generate
    for(genvar i = 0; i < IN_WIDTH/UNIT_WIDTH; i++) begin: mux_gen
        assign src_data_slice[i] = src_data[i * UNIT_WIDTH +: UNIT_WIDTH];
    end
endgenerate
always_comb begin
    dst_data = {UNIT_WIDTH{1'b0}};
    for(integer k = 0; k < IN_WIDTH/UNIT_WIDTH; k++) begin
        if(src_sel[k]) begin
            dst_data = src_data_slice[k];
        end
    end
end
endmodule
--- /design/flow/run.sh ---
#!/bin/bash
# OpenROAD 26Q1-2900-gdf79404cd8, Yosys 0.63+post, stock flow scripts
make -C /OpenROAD-flow-scripts/flow DESIGN_CONFIG=/design/flow/config.mk WORK_HOME=/design/flow/orfs finish
--- /design/flow/constraint.sdc ---
current_design msg_arb

set clk_period 1.0
set clk_io_pct 0.2

create_clock -name clk0 -period $clk_period [get_ports {clk}]

set non_clock_inputs [all_inputs -no_clocks]
set_input_delay [expr $clk_period * $clk_io_pct] -clock clk0 $non_clock_inputs
set_output_delay [expr $clk_period * $clk_io_pct] -clock clk0 [all_outputs]
--- /design/flow/config.mk ---
export PLATFORM = sky130hd
export DESIGN_NAME = msg_arb
export DESIGN_NICKNAME = msg_arb
export VERILOG_FILES = /design/flow/design.v
export SDC_FILE = /design/flow/constraint.sdc
export NUM_CORES = 4
export LEC_CHECK = 1
export CORE_AREA = 10 10 70 70
export DIE_AREA = 0 0 80 80
export SYNTH_HDL_FRONTEND = slang
==> impl_metrics.csv <==
group,metric,value,unit
drt,drt-total-wl,2.19,mm
global_routing,grt_max_degree,20,
cells_and_area,stdcell_area,913,µm²
logic_synthesis,ys_sh_simple,80.0,%
final_timing,setup_viol,0,
final_timing,fin_crit,963,ps
worst_setup_path,cp_num_buf_inv,3,
logic_synthesis,yosys_warnings,0,
placed_design,place_congestion,0.729,
worst_setup_path,worstPathRequired,800,ps
worst_setup_path,path_delay_family,"buffers and inverters",
cells_and_area,final_layout_size_suffix_gt1_share,36.8,%
worst_setup_path,slowest_stage,"clkdlybuf4s15_1",
placed_design,placed_area,1050,µm²
logic_synthesis,ys_sh_mux,0,%
final_timing,finalCritPeriodShare,96.3,%
final_timing,tightest_slew,75.1,ps
job,warning_count,30,
final_timing,rsz0062_at_grt,"false",
cells_and_area,clock_buffers,0,
drt,routed_via_density,3.29,
worst_setup_path,path_cells,"buf_12, buf_16, and2_1, clkdlybuf4s15_1",
job,maxCapViolCount,0,
die,die_h,80,µm
min_path,hp-class,"primary input to output port",
placed_design,dp_cells,158,
logic_synthesis,syn_avg_cell_area,6.70,µm²
worst_setup_path,cp_slowest_stage_delay,160,ps
final_timing,timing.fmax,1040,MHz
drt,wire_per_inst,13.4,µm
logic_synthesis,ys_cells,42,
power,p_leak,0.522,nW
logic_synthesis,synth_seq_share,0,%
die,fp_util,8.24,%
placed_design,port_buffers,75,
drt,dr.pass1.iters,1,
cells_and_area,seq_area,0,µm²
worst_setup_path,cp-end-kind,"output port",
logic_synthesis,yosys.area_share.adder,0,%
logic_synthesis,synth.cells.most_frequent,"and2_1, buf_6, buf_4, clkbuf_1",
cells_and_area,seq_cells,0,
power,peakVddDrop,0.104,mV
drt,drt_iter0_drc,0,
logic_synthesis,synth_cells,42,
global_routing,antenna_found_initial,0,
run_status,status,"finished, final reports clean",
logic_synthesis,logic_family,"simple AND/OR/NAND/NOR gates",
drt,ant_nets,0,
logic_synthesis,ys_types,4,
worst_setup_path,startpoint_type,"primary input",
die,die_w,80,µm
logic_synthesis,ys_area,282,µm²
die,chipArea,6400,µm²
worst_setup_path,cp.arrival,760,ps
die,coreArea,3420,µm²
power,cellPowerDensity,294,nW/µm²
cts,cts.hold.buffers_added,0,
final_timing,relSlewSlack,95.0,%
logic_synthesis,largest_area_cell,"and2_1",
logic_synthesis,area_leaders,"and2_1, buf_6, buf_4",
die,design.portCount,77,
placed_design,dp_hpwl,1.71,mm
logic_synthesis,top_cell_area_share,80.0,%
drt,antenna-diode-count,0,
logic_synthesis,ys_sh_aoi,0,%
final_timing,fin_ws,37.1,ps
global_routing,grt_usage,6.42,%
worst_setup_path,path_max_fanout,9,
drt,vias,536,
cells_and_area,final_cells,163,
logic_synthesis,ys_sh_xor,0,%
global_routing,grt_pass1_vias,614,
placed_design,post-place-ws,-708,ps
worst_setup_path,criticalPathCategory,"primary input to output port",
final_timing,hold_viol_final,0,
die,num_rows,21,
final_timing,finalMaxSlewViolations,0,
logic_synthesis,syn_area,282,µm²
cells_and_area,area_growth,224,%
drt,drcViolationCount,0,
global_routing,overflow,0,
global_routing,grt_pass1_wl,3.31,mm
logic_synthesis,top_cell,"and2_1",
[final timing paths]
check | start | cells after the start | to
worst max-delay path | msg_req | 4 | msg_out[33]
worst min-delay path | msg_req | 2 | msg_out_valid
[routing by layer]
layer,GRT usage (%),vias to the layer above,part of all wire (%)
met5,0,-,0
met4,0,0,0
met3,2.73,0,12
met2,10.9,38,49
met1,7.78,226,40
li1,-,272,-
[cell families (layout without fill, tap and decap cells)]
family | Yosys count | after routing
simple gates | 36 | 36
buf+inv | 6 | 81
[layout by cell type (no fill, tap or decap)]
master,count
buf_16,1
buf_12,2
buf_4,3
and2_1,34
dlygate4sd2_1,37
and2_4,2
buf_6,1
buf_2,34
clkdlybuf4s15_1,3
[metrics by stage]
step	TNS [ps]	hold WS [ps]	total power, mW	utilization, %
after floorplan	0	463	0.0648	-
after global placement	-25530	1340	0.357	30.8
after detailed placement	-26020	1340	0.360	30.8
after CTS	-153	771	0.287	27.3
after global routing	0	740	0.306	26.7
final	0	715	0.269	26.7
[area by class of cell]
type               count  area, µm²
well taps             46       57.6
fillers              409       2500
multi-input cells     36        230
repair buffers        81        626
[power breakdown]
part | internal (mW) | switching, mW | total, mW
Clock | 0 | 0 | 0
Sequential | 0 | 0 | 0
Combinational | 0.200 | 0.0691 | 0.269
Total | 0.200 | 0.0691 | 0.269
[timing repair]
action,CTS,global route
pin swaps,36,0
gates cloned,2,0
buffers inserted,4,0
endpoints found under the setup margin,38,7
resized,155,3
Power and IR drop assume default switching activity.
